`design/flow/config.mk`:
```
export PLATFORM = sky130hd
export DESIGN_NAME = WISHB_MASTER
export DESIGN_NICKNAME = WISHB_MASTER
export VERILOG_FILES = /design/flow/design.v
export SDC_FILE = /design/flow/constraint.sdc
export NUM_CORES = 4
export LEC_CHECK = 1
export CORE_UTILIZATION = 40
```
`design/flow/constraint.sdc`:
```
current_design WISHB_MASTER

set clk_period 1.1
set clk_io_pct 0.2

create_clock -name clk0 -period $clk_period [get_ports {clk_i}]

set non_clock_inputs [all_inputs -no_clocks]
set_input_delay [expr $clk_period * $clk_io_pct] -clock clk0 $non_clock_inputs
set_output_delay [expr $clk_period * $clk_io_pct] -clock clk0 [all_outputs]
```
`design/flow/design.v`:
```
module WISHB_MASTER(	clk_i,
			rst_i,	
			mem_req,
			mwr_arm,
			memoryRead,
			memoryWrite,
			addressBus,
			dataBus,
			dat_i,
			ack_i,
			adr_o,
			dat_o,
			we_o,
			stb_o,
			cyc_o
		   );
input		clk_i,
		rst_i,	
		mem_req,
		mwr_arm,
		memoryRead,
		memoryWrite,
		ack_i;
input	[25:0]	addressBus;
input	[31:0]	dat_i;
inout	[31:0]	dataBus;
output	[25:0]	adr_o;
output	[31:0]	dat_o;
output		we_o,
		stb_o,
		cyc_o;
wire		clk_i,
		rst_i,	
		mem_req,
		mwr_arm,
		memoryRead,
		memoryWrite,
		ack_i;
wire	[25:0]	addressBus;
wire	[31:0]	dat_i;
reg	[31:0]	dat_i_reg;
wire	[31:0]	dataBus;
reg	[25:0]	adr_o;
reg	[31:0]	dat_o;
reg		we_o;
reg		cyc_o;
reg		read_data_cycle;
reg		stb_o;
reg	[1:0]	cycle_cnt;
assign	dataBus=(cyc_o	& (!memoryWrite))?dat_i:32'hZZZZZZZZ;
always @(posedge clk_i)
begin
	if(~rst_i)
	begin
		adr_o	<=	26'b0;
		dat_o	<=	32'b0;
		we_o	<=	1'b0;
		cyc_o	<=	1'b0;
		stb_o	<=	1'b0;
		cycle_cnt<=	2'b00;
		read_data_cycle	<= 1'b0;
	end
	else
	begin
		adr_o<=addressBus;
		dat_o	<=	dataBus;
		dat_i_reg <=	dat_i;
		cycle_cnt<=	cycle_cnt + 1'b1;
		if(memoryWrite)
			we_o	<=	1'b1;
		else
			we_o	<=	1'b0;
		if(ack_i)
			stb_o	<=	1'b0;
		else if((memoryRead|memoryWrite) && cycle_cnt ==2'b01)
			stb_o	<=	1'b1;
		if(cycle_cnt==2'b00)
			cyc_o	<=	memoryRead|memoryWrite|read_data_cycle;
		if(memoryRead|(read_data_cycle&&cycle_cnt!=0))
		begin
			read_data_cycle	<=	1'b1;
		end
		else
		begin
			read_data_cycle	<=1'b0;
		end
	end
end
endmodule
```
`design/flow/run.sh`:
```
#!/bin/bash
# OpenROAD 26Q1-2900-gdf79404cd8, Yosys 0.63+post, stock flow scripts
make -C /OpenROAD-flow-scripts/flow DESIGN_CONFIG=/design/flow/config.mk WORK_HOME=/design/flow/orfs finish
```
==> impl_metrics.py <==
# Auto-generated metrics
metrics = {
    "yosys": {
        "yosys_area_sq_um": 2012,
        "synth_area_leader_cell": "dfxtp_1",
        "synth_cell_types": 13,
        "top_cells_by_area": "dfxtp_1 (64%), and2_1 (19%), buf_4 (12%)",
        "top_cell": "dfxtp_1",
        "ys_seq_share": 0.6368,
        "yosys_cells": 175,
        "synth_warnings": 2,
        "top_area_frac": 0.6368,
        "common_cells": "dfxtp_1 (64), and2_1 (60), buf_4 (32)",
        "syn_inst": 175,
        "synth-edff-count": 0,
        "flop_cell": "dfxtp_1",
        "syn_area_sq_um": 2012,
        "async_flop_share": 0,
        "ys.flops": 64,
        "avgSynthCellArea_sq_um": 11.50,
    },
    "die": {
        "fp_util": 0.4204,
        "die_w_um": 72.92,
        "die_h_um": 72.92,
        "io-pin-count": 158,
        "fp-row-count": 25,
    },
    "clocking": {
        "clock_sinks": 64,
        "cts_buffers": 9,
        "cts.path.max_buffers": 2,
        "cts_resized": 63,
        "clock-root-buffer": "clkbuf_8",
        "cts.htree.levels": 3,
        "postCtsSetupRepairBufs": 0,
        "cts_hold_buffers": 0,
    },
    "outcome": {
        "failing_step": "clock tree synthesis",
        "stop_error": "[error] [KeplerFormal.cpp:679] Workflow failed: Iso has multiple drivers: .dat_i0, input28.X0",
        "outcome": "stopped before the end",
    },
    "placed_design": {
        "dp.cells": 331,
        "post-dp-hpwl_mm": 2.989,
        "place.gp.congestion": 0.7860,
        "io_buffers": 123,
    },
}
stage by stage:
stage | worst slack (ns) | area, sq um | power, mW | hold slack, ns
detailed placement | -0.1672 | 3099 | 3.106 | 0.3651
global placement | -0.1450 | 3099 | 3.104 | 0.3635
floorplan | 0.2130 | 2012 | 2.683 | 0.2967
cells by family after synthesis:
group / after synthesis / share of synthesized area
buf+inv: 40 / 0.1381
flops: 64 / 0.6368
simple gates: 66 / 0.2040
compound gates: 3 / 0.008703
fa+ha+maj: 2 / 0.01244
Power and IR drop assume default switching activity.
