--- flow/design.v ---
module WISHB_SLAVE(	clk_i,
			rst_i,
			adr_i,
			dat_o,
			dat_i,
			we_i,
			stb_i,
			ack_o,
			cyc_i,
			mem_adr_o,
			dataBus,
			mem_r_o,
			mem_w_o,
			ssp_sel_o,
			ssp_w_o
		);
input		clk_i,
		rst_i,
		we_i,
		stb_i,
		cyc_i;
input	[25:0]	adr_i;
input	[31:0]	dat_i;
inout	[31:0]	dataBus;
output	[31:0]	dat_o;
output	[25:0]	mem_adr_o;
output		ack_o,
		mem_r_o,
		mem_w_o,
		ssp_sel_o,
		ssp_w_o;
wire		clk_i,
		rst_i,
		we_i,
		stb_i,
		cyc_i;
wire	[25:0]	adr_i;
wire	[31:0]	dat_i;
wire	[31:0]	dataBus;
reg	[31:0]	dataBus_out_reg;
reg	[31:0]	dat_o;
reg	[31:0]	dat_o_reg;
reg	[25:0]	mem_adr_o;
reg		ack_o;
reg		mem_r_o,
		mem_w_o;
reg		ssp_sel_o,
		ssp_w_o;
reg	[25:0]	mem_adr_o_reg;
reg	[1:0]	cycle_cnt;
assign dataBus=(ssp_w_o & ssp_sel_o)?dataBus_out_reg:32'hZZZZZZZZ;
always @(posedge clk_i)
begin
	if(~rst_i)
	begin
		dataBus_out_reg	<=	32'h0;
		mem_adr_o	<=	26'h0;
		mem_r_o		<=	1'b0;
		mem_w_o		<=	1'b0;
		ssp_sel_o	<=	1'b0;
		ssp_w_o		<=	1'b0;
		cycle_cnt<=	2'b00;
	end
	else
	begin
		cycle_cnt<=	cycle_cnt + 1'b1;
		dataBus_out_reg<=dat_i;
		mem_adr_o<=adr_i;
		if(adr_i[25:16]==10'b0)
		begin
			mem_r_o<=1'b1;
			mem_w_o<=1'b0;
			ssp_sel_o<=1'b0;
			ssp_w_o<=1'b0;
		end	
		else if(adr_i[25:16]==10'h001)
		begin
			mem_r_o<=1'b0;
			mem_w_o<=1'b0;
			if(cycle_cnt==2'b10)
			begin
				ssp_sel_o<=1'b1;
				ssp_w_o<=!adr_i[0];	
			end
		end
		if(ssp_w_o)
			ssp_w_o	<=1'b0;
		if(ssp_sel_o)
			ssp_sel_o<=1'b0;	
	end
end
always @(posedge clk_i)
begin
	if(~rst_i)
	begin
		dat_o		<=32'h00000000;
		dat_o_reg	<=32'h00000000;
	end
	else
	begin
		dat_o_reg<=dataBus;
		if(cyc_i & !we_i)
		begin
			if(mem_r_o)
				dat_o<=dat_o_reg;	
			else
				dat_o<=dataBus;
		end
	end
end
always @(negedge clk_i)
begin
	ack_o<=stb_i;
end
endmodule	
--- flow/constraint.sdc ---
current_design WISHB_SLAVE

set clk_period 4.2
set clk_io_pct 0.2

create_clock -name clk0 -period $clk_period [get_ports {clk_i}]

set non_clock_inputs [all_inputs -no_clocks]
set_input_delay [expr $clk_period * $clk_io_pct] -clock clk0 $non_clock_inputs
set_output_delay [expr $clk_period * $clk_io_pct] -clock clk0 [all_outputs]
--- flow/run.sh ---
#!/bin/bash
# OpenROAD 26Q1-2900-gdf79404cd8, Yosys 0.63+post, stock flow scripts
make -C /OpenROAD-flow-scripts/flow DESIGN_CONFIG=/design/flow/config.mk WORK_HOME=/design/flow/orfs finish
--- flow/config.mk ---
export PLATFORM = sky130hd
export DESIGN_NAME = WISHB_SLAVE
export DESIGN_NICKNAME = WISHB_SLAVE
export VERILOG_FILES = /design/flow/design.v
export SDC_FILE = /design/flow/constraint.sdc
export NUM_CORES = 4
export LEC_CHECK = 1
export CORE_UTILIZATION = 30
==> impl_metrics.tcl <==
# flow metrics
set metrics [dict create \
    cts_buffer_depth 2 \
    die_h_um 120 \
    synthCells 357 \
    ys_cells 357 \
    ctsResizeCount 0 \
    place_inst 634 \
    numCtsBuffers 17 \
    status "stopped before the end" \
    htree_levels 4 \
    rows 42 \
    ys_types 21 \
    cts_hold_buf 0 \
    yosys_area_um2 4160 \
    dp_hpwl_um 5100 \
    syn_avg_cell_area_um2 11.7 \
    yosysWarnings 2 \
    clkSinkCount 128 \
    fp_util_pct 31.0 \
    root_buffer "clkbuf_16" \
    gp_congestion 0.722 \
    cts_setup_buffers 0 \
    ios 158 \
    preCtsSetupSlack_ns 0.521 \
    ys_seq_share_pct 61.6 \
    die_w_um 120 \
    stop_stage "4_1_cts" \
    ys_ff 128 \
    syn_area_um2 4160 \
    numPortBuffers 124 \
    error "[error] [KeplerFormal.cpp:679] Workflow failed: Iso has multiple drivers: .dataBus0, dataBus[0]$_SDFF_PN0_.Q0" \
]
[cells in the mapped netlist, drive strengths merged]
| library cell | instances | area [µm²] |
|---|---|---|
| and2 | 90 | 564 |
| buf | 17 | 111 |
| clkbuf | 9 | 37.5 |
| conb | 1 | 3.75 |
| dfxtp | 128 | 2560 |
| ha | 1 | 12.5 |
| inv | 2 | 7.51 |
| mux2i | 33 | 330 |
| nand2 | 34 | 128 |
| nand2b | 1 | 6.26 |
| nand3 | 1 | 10.0 |
| nor2 | 1 | 3.75 |
| nor2b | 3 | 18.8 |
| nor3 | 2 | 10.0 |
| nor4 | 2 | 33.8 |
| o211a | 32 | 320 |
[stage by stage]
stage / power [µW] / cell area [µm²]
3_5_place_dp: 1550 / 5500
3_3_place_gp: 1550 / 5500
2_1_floorplan: 1410 / 4160
[logic make-up after synthesis]
group,synth area share (%)
other,0.0901
buffers and inverters,3.76
AND-OR/OR-AND,7.70
AND/OR/NAND/NOR,18.6
flip-flops,61.6
multiplexers,7.94
adder cells (fa/ha/maj),0.301
Power and IR drop assume default switching activity.
