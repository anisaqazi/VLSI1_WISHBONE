File: design/flow/run.sh
#!/bin/bash
# OpenROAD 26Q1-2900-gdf79404cd8, Yosys 0.63+post, stock flow scripts
make -C /OpenROAD-flow-scripts/flow DESIGN_CONFIG=/design/flow/config.mk WORK_HOME=/design/flow/orfs finish
File: design/flow/config.mk
export PLATFORM = sky130hd
export DESIGN_NAME = SSP
export DESIGN_NICKNAME = SSP
export VERILOG_FILES = /design/flow/design.v
export SDC_FILE = /design/flow/constraint.sdc
export NUM_CORES = 4
export LEC_CHECK = 1
export CORE_UTILIZATION = 30
File: design/flow/constraint.sdc
current_design SSP

set clk_period 3.4
set clk_io_pct 0.2

create_clock -name clk0 -period $clk_period [get_ports {PCLK}]
create_clock -name clk1 -period $clk_period [get_ports {SSPCLKIN}]

set non_clock_inputs [all_inputs -no_clocks]
set_input_delay [expr $clk_period * $clk_io_pct] -clock clk0 $non_clock_inputs
set_output_delay [expr $clk_period * $clk_io_pct] -clock clk0 [all_outputs]
File: design/flow/design.v
module RxFIFO(	PCLK,
		reset_n,
		PSEL,
	     	PWRITE,
		PRDATA,
		Rx_fifo_ready,
		Rx_fifo_resp,
		SSPRXINTR,
		Rx_Data,
		Rx_logic_valid);
input		PCLK;
input		reset_n;
input		PSEL;
input		PWRITE;
input	[7:0]	Rx_Data;
input		Rx_logic_valid;
output 		SSPRXINTR;
output	[7:0]	PRDATA;
output		Rx_fifo_ready;
output		Rx_fifo_resp;
wire		PCLK,
		reset_n,
		PSEL,
		PWRITE,
		Rx_logic_valid,
 		SSPRXINTR;
reg		fifo_write;
wire	[7:0]	Rx_Data;
wire		fifo_empty;
wire	[7:0]	PRDATA;
reg		Rx_fifo_ready,
		Rx_fifo_resp;
reg [1:0] state;
reg [1:0] next_state;
parameter IDLE=2'd0, READY=2'd1, RESP=2'd2;
fifo fifo_inst(	.clk		(PCLK),
		.reset_n	(reset_n),
		.data_in	(Rx_Data),
		.write		(fifo_write),
		.read		(!PWRITE & PSEL),	
		.fifo_full	(SSPRXINTR),
		.fifo_empty	(fifo_empty),
		.data_out	(PRDATA)
	    );
always @(posedge PCLK or negedge reset_n)
begin
	if(~reset_n)
		state	<= 2'b0;
	else	
		state 	<= next_state;
end
always @(*)
begin	
	case(state)
		IDLE: 	if(!SSPRXINTR) 
			begin 
				Rx_fifo_ready=1'b1;
				Rx_fifo_resp=1'b0;
				fifo_write= 1'b0;
				next_state=READY;
			end
			else
				next_state=IDLE;
		READY:	if(Rx_logic_valid)
				next_state=RESP;
			else
				next_state=READY;
		RESP:
		begin	
			Rx_fifo_ready	= 1'b0;
			Rx_fifo_resp	= 1'b1;
			fifo_write	= 1'b1;
			next_state	= IDLE;
		end
	endcase
end
endmodule	
module SSP(	PCLK,
		CLEAR_B,
		PSEL,
		PWRITE,
		PWDATA,
		PRDATA,
		SSPOE_B,
		SSPTXD,
		SSPFSSOUT,
		SSPCLKOUT,
		SSPFSSIN,
		SSPCLKIN,
		SSPRXD,
		SSPTXINTR,
		SSPRXINTR);
input		PCLK,
		CLEAR_B,
		PSEL,
		PWRITE,
		SSPFSSIN,
		SSPCLKIN,
		SSPRXD;
input	[7:0]	PWDATA;
output	[7:0]	PRDATA;
output		SSPOE_B,
		SSPTXD,
		SSPFSSOUT,
		SSPCLKOUT,
		SSPTXINTR,
		SSPRXINTR;
wire	[7:0]	PWDATA;
wire		PCLK,
		CLEAR_B,
		PSEL,
		PWRITE,
		SSPFSSIN,
		SSPCLKIN,
		SSPRXD;
wire	[7:0]	PRDATA;
wire		SSPOE_B,
		SSPTXD,
		SSPFSSOUT,
		SSPCLKOUT,
		SSPTXINTR,
		SSPRXINTR;
wire	[7:0]	Tx_Data;
wire	[7:0]	Rx_Data;
wire		Rx_fifo_ready;
wire		Rx_fifo_resp;
wire		Rx_logic_valid;
wire		Tx_logic_ready;
wire		Tx_logic_resp;
wire		Tx_fifo_valid;
RxFIFO  RxFIFO_inst(	.PCLK		(PCLK),
			.reset_n	(CLEAR_B),
			.PSEL		(PSEL),
	     		.PWRITE		(PWRITE),
			.PRDATA		(PRDATA),
			.Rx_fifo_ready	(Rx_fifo_ready),
			.Rx_fifo_resp	(Rx_fifo_resp),
			.SSPRXINTR	(SSPRXINTR),
			.Rx_Data	(Rx_Data),
			.Rx_logic_valid	(Rx_logic_valid)
		);
TxFIFO TxFIFO_inst(	.PCLK		(PCLK),
			.reset_n		(CLEAR_B),
			.PSEL		(PSEL),
	     		.PWRITE		(PWRITE),
			.PWDATA		(PWDATA),
			.Tx_logic_ready	(Tx_logic_ready),
			.Tx_logic_resp	(Tx_logic_resp),
			.SSPTXINTR	(SSPTXINTR),
			.Tx_Data	(Tx_Data),
			.Tx_fifo_valid	(Tx_fifo_valid)
		);
Tx_Rx_logic Tx_Rx_logic_inst(	.PCLK		(PCLK),
				.reset_n	(CLEAR_B),
				.Tx_logic_ready	(Tx_logic_ready),
				.Tx_logic_resp	(Tx_logic_resp),
				.Tx_Data	(Tx_Data),
				.Tx_fifo_valid	(Tx_fifo_valid),
				.Rx_fifo_ready	(Rx_fifo_ready),
				.Rx_fifo_resp	(Rx_fifo_resp),
				.Rx_Data	(Rx_Data),
				.Rx_logic_valid	(Rx_logic_valid),
				.SSPOE_B	(SSPOE_B),
				.SSPTXD		(SSPTXD),
				.SSPFSSOUT	(SSPFSSOUT),
				.SSPCLKOUT	(SSPCLKOUT),
				.SSPCLKIN	(SSPCLKIN),
				.SSPFSSIN	(SSPFSSIN),
				.SSPRXD		(SSPRXD)
			);
endmodule
module TxFIFO(	PCLK,
		reset_n,
		PSEL,
	     	PWRITE,
		PWDATA,
		Tx_logic_ready,
		Tx_logic_resp,
		SSPTXINTR,
		Tx_Data,
		Tx_fifo_valid);
input		PCLK,
		reset_n,
		PSEL,
		PWRITE,
		Tx_logic_ready,
		Tx_logic_resp;
input	[7:0]	PWDATA;
output 		SSPTXINTR,
		Tx_fifo_valid;
output	[7:0]	Tx_Data;
wire		PCLK,
		reset_n,
		PSEL,
		PWRITE,
		Tx_logic_ready,
		Tx_logic_resp,
		SSPTXINTR;
reg		fifo_read;
wire	[7:0]	PWDATA;
wire	[7:0]	Tx_Data;
wire		fifo_empty;
reg		Tx_fifo_valid;
reg [1:0] state;
reg [1:0] next_state;
parameter IDLE=2'd0, VALID=2'd1, RESP=2'd2;
fifo fifo_inst(	.clk		(PCLK),
		.reset_n	(reset_n),
		.data_in	(PWDATA),
		.write		(PWRITE & PSEL),
		.read		(fifo_read),	
		.fifo_full	(SSPTXINTR),
		.fifo_empty	(fifo_empty),
		.data_out	(Tx_Data)
	    );
always @(posedge PCLK or negedge reset_n)
begin
	if(~reset_n)
		state	<= 2'b0;
	else	
		state 	<= next_state;
end
always @(*)
begin	
	case(state)
		IDLE: 	
		     begin
			fifo_read=1;
			Tx_fifo_valid=1'b0;
			if(!fifo_empty)
				next_state=VALID;
			else
				next_state=IDLE;
		     end
		VALID:	
		      begin	
				fifo_read=0;
			if(Tx_logic_ready)
			begin
				Tx_fifo_valid=1'b1;
				next_state=RESP;
			end
			else
				next_state=VALID;
		      end
		RESP:	if(Tx_logic_resp)
			begin
				Tx_fifo_valid=1'b0;
				next_state=IDLE;
			end
			else
				next_state=RESP;
	endcase
end
endmodule	
module Tx_Rx_logic(	PCLK,
			reset_n,
			Tx_logic_ready,
			Tx_logic_resp,
			Tx_Data,
			Tx_fifo_valid,
			Rx_fifo_ready,
			Rx_fifo_resp,
			Rx_Data,
			Rx_logic_valid,
			SSPOE_B,
			SSPTXD,
			SSPFSSOUT,
			SSPCLKOUT,
			SSPCLKIN,
			SSPFSSIN,
			SSPRXD);
input		PCLK,
		reset_n,
		Tx_fifo_valid,
		Rx_fifo_ready,
		Rx_fifo_resp,
		SSPCLKIN,
		SSPFSSIN,
		SSPRXD;
input	[7:0]	Tx_Data;
output		Tx_logic_ready,
		Tx_logic_resp,
		Rx_logic_valid,
		SSPOE_B,
		SSPTXD,
		SSPFSSOUT,
		SSPCLKOUT;
output	[7:0]	Rx_Data;
wire		PCLK,
		reset_n,
		Tx_fifo_valid,
		Rx_fifo_ready,
		Rx_fifo_resp,
		SSPCLKIN,
		SSPFSSIN,
		SSPRXD;
wire	[7:0]	Tx_Data;
wire		SSPTXD;
reg		Rx_logic_valid;
wire		capture_rx_data;
reg		capture_rx_data_delay;
reg		Tx_fifo_valid_sync;
reg		Tx_logic_ready,
		Tx_logic_resp,
		SSPOE_B,
		SSPFSSOUT_reg,
		SSPCLKOUT;
wire		SSPFSSOUT;
wire	[7:0]	Rx_Data;
reg 	[7:0]	tx_data_in_reg;
reg 	[7:0]	tx_data_in_reg_sync;
reg 	[2:0]	tx_count;
reg 	[7:0]	rx_data_in_reg;
reg 	[7:0]	rx_data_in_reg_captured;
reg 	[2:0]	rx_count;
reg [1:0] tx_state;
reg [1:0] tx_next_state;
parameter TX_IDLE=2'd0, TX_READY=2'd1, TX_RESP=2'd2, TX_WAIT=2'd3;
reg [1:0] tx_ser_state;
reg [1:0] tx_ser_next_state;
parameter TX_SER_IDLE=2'd0, TX_SER_TRANSFER=2'd1, TX_SER_LAST_TRANSFER=2'd2;
reg [1:0] rx_state;
reg [1:0] rx_next_state;
parameter RX_IDLE=2'd0, RX_VALID=2'd1, RX_RESP=2'd2;
reg [1:0] rx_ser_state;
reg [1:0] rx_ser_next_state;
parameter RX_SER_IDLE=2'd0, RX_SER_RECEIVE=2'd1, RX_SER_CAPTURE=2'd2, RX_SER_LAST_BIT=2'd3;
always @(posedge PCLK)
begin
	if(~reset_n)
		SSPCLKOUT	<= 1'b1;
	else
		SSPCLKOUT	<= ~SSPCLKOUT;
end
always @(posedge PCLK)
begin
	if(~reset_n)
	begin
		tx_state	<= 2'b0;
	end
	else	
		tx_state 	<= tx_next_state;
end
always @(*)  
begin	
	case(tx_state)
		TX_IDLE:
			 begin
				Tx_logic_resp	= 1'b0;
				Tx_logic_ready	= 1'b1;
				tx_next_state	= TX_READY;
			end
		TX_READY:if(Tx_fifo_valid)
			 begin
				tx_data_in_reg	= Tx_Data; 
				tx_next_state	= TX_RESP;
			 end
		 	 else
			 begin
				tx_next_state= TX_READY;
			 end
		TX_RESP:
			begin	
				Tx_logic_ready	= 1'b0;
				Tx_logic_resp	= 1'b1;
				tx_next_state= TX_WAIT;
			end
		TX_WAIT:
			begin
				Tx_logic_resp	= 1'b0;
				if(tx_count==3'b110)   
					tx_next_state= TX_IDLE;
				else
					tx_next_state= TX_WAIT;
			end
	endcase
end
always @(posedge SSPCLKOUT)
begin
	if(~reset_n)
		Tx_fifo_valid_sync<='d0;  
	else
		Tx_fifo_valid_sync<=Tx_fifo_valid;
end
always @(negedge SSPCLKOUT)
begin
	if(~reset_n)
		SSPOE_B		= 1'b1;
	else
	begin
		if(SSPFSSOUT)
			SSPOE_B		= 1'b0;
		if(rx_count=='d0 && !SSPFSSOUT_reg)
			SSPOE_B		= 1'b1;
	end
end
always @(posedge SSPCLKOUT)
begin
	if(~reset_n)
		SSPFSSOUT_reg<='d0;
	else
		SSPFSSOUT_reg<=SSPFSSOUT;
end
always @(posedge SSPCLKOUT)
begin
	if(~reset_n)
	begin
		tx_ser_state	<= 2'b10;   
	end
	else	
		tx_ser_state 	<= tx_ser_next_state;
end
assign SSPFSSOUT = Tx_fifo_valid_sync;
always @(posedge SSPCLKOUT)
begin
	if(~reset_n)
	begin
		tx_count	<= 'd0;   
		tx_data_in_reg_sync	<='d0;   
	end
	else
	begin
		if(SSPFSSOUT)
			tx_data_in_reg_sync	<= tx_data_in_reg;	
		else if(tx_ser_next_state==TX_SER_TRANSFER)
		begin
			tx_count 	<= tx_count +1;
			tx_data_in_reg_sync	<= {tx_data_in_reg_sync[6:0],1'b0};
		end
		else if(tx_ser_next_state==TX_SER_LAST_TRANSFER)
		begin
			tx_count	<= 'd0;
			tx_data_in_reg_sync	<= {tx_data_in_reg_sync[6:0],1'b0};
		end
		else if(tx_ser_next_state==TX_SER_IDLE)
		begin
			tx_count	<= 'd0;
		end
	end
end
always @(*)  
begin	
	case(tx_ser_state)
		TX_SER_IDLE:	if(Tx_fifo_valid_sync)
				begin	
					tx_ser_next_state	= TX_SER_TRANSFER;
				end
				else
					tx_ser_next_state	= TX_SER_IDLE;
		TX_SER_TRANSFER:if(tx_count==3'b110)   
					tx_ser_next_state	= TX_SER_LAST_TRANSFER;
				else
				begin
					tx_ser_next_state	= TX_SER_TRANSFER;
				end
		TX_SER_LAST_TRANSFER:
				if(Tx_fifo_valid_sync)
				begin	
					tx_ser_next_state	= TX_SER_TRANSFER;
				end
				else
					tx_ser_next_state	= TX_SER_LAST_TRANSFER;
	endcase
end
assign SSPTXD	= tx_data_in_reg_sync[7];
always @(posedge SSPCLKIN)
begin
	if(~reset_n)
		rx_ser_state	<= 2'b0;   
	else	
		rx_ser_state 	<= rx_ser_next_state;
end
always @(posedge SSPCLKIN)
begin
	if(~reset_n)
	begin
		rx_data_in_reg 	<= 'd0;   
		rx_count	<= 'd7;   
	end
	else
	begin
		if(rx_ser_next_state==RX_SER_IDLE)
		begin
			rx_data_in_reg 	<= 'd0;
			rx_count	<= 'd7;
			rx_data_in_reg	<={rx_data_in_reg[6:0],SSPRXD};
		end
		else if(rx_ser_next_state==RX_SER_RECEIVE)
		begin
			rx_count 	<= rx_count+1;
			rx_data_in_reg	<={rx_data_in_reg[6:0],SSPRXD};
		end
		else if(rx_ser_next_state==RX_SER_CAPTURE)
		begin
			rx_count 	<= rx_count+1;
			rx_data_in_reg	<={rx_data_in_reg[6:0],SSPRXD};
		end
		else if(rx_ser_next_state==RX_SER_LAST_BIT)
		begin
			rx_count 	<= rx_count+1;
			rx_data_in_reg	<={rx_data_in_reg[6:0],SSPRXD};
		end
	end	
end
always @(*)
begin
	case(rx_ser_state)
		RX_SER_IDLE:	if(SSPFSSIN)
					rx_ser_next_state=RX_SER_RECEIVE;
				else
					rx_ser_next_state=RX_SER_IDLE;	
		RX_SER_RECEIVE:	if(rx_count==3'b110)
					rx_ser_next_state=RX_SER_CAPTURE;
				else
					rx_ser_next_state=RX_SER_RECEIVE;
		RX_SER_CAPTURE:
					if(SSPFSSIN)
						rx_ser_next_state=RX_SER_RECEIVE;
					else
						rx_ser_next_state=RX_SER_LAST_BIT;
		RX_SER_LAST_BIT:
				begin
					rx_ser_next_state=RX_SER_IDLE;
				end
	endcase
end
assign capture_rx_data = ((rx_ser_state=='d2)&&((rx_ser_next_state=='d1)||(rx_ser_next_state=='d3)));
always @(posedge SSPCLKIN)
begin
	if(~reset_n)
		capture_rx_data_delay<=0;   
	else
		capture_rx_data_delay<=capture_rx_data;
end
always @(posedge capture_rx_data_delay)
begin
	if(~reset_n)
		rx_data_in_reg_captured <='d0;  
	else
		rx_data_in_reg_captured<=rx_data_in_reg;		
end
always @(posedge PCLK)
begin
	if(~reset_n)
	begin
		rx_state	<= 2'b0;
	end	
	else	
		rx_state 	<= rx_next_state;
end
always @(*)
begin	
	case(rx_state)
		RX_IDLE: if(capture_rx_data_delay)
			begin 
				rx_next_state=RX_VALID;
			end
			else
				rx_next_state=RX_IDLE;
		RX_VALID:
			 begin
				Rx_logic_valid=1'b1;
				if(Rx_fifo_ready)
			 	begin
					rx_next_state=RX_RESP;
				end
			 	else
					rx_next_state=RX_VALID;
			 end
		RX_RESP:	if(Rx_fifo_resp)
			begin
				Rx_logic_valid=1'b0;
				rx_next_state=RX_IDLE;
			end
			else
				rx_next_state=RX_RESP;
	endcase
end
assign Rx_Data = rx_data_in_reg_captured; 
endmodule
module fifo(	clk,
		reset_n,
		data_in,
		write,
		read,	
		fifo_full,
		fifo_empty,
		data_out);
input		clk;
input		reset_n;
input	[7:0]	data_in;
input		write;
input		read;
output		fifo_full;
output		fifo_empty;
output	[7:0]	data_out;
wire	clk;
wire	reset_n;
wire	[7:0]data_in;
wire	write;
wire	read;
wire		fifo_full;
reg    	[7:0]	data_out;
reg 	[7:0]	fifo_data[3:0];
reg 	[1:0]	rd_ptr;
reg 	[1:0]	wr_ptr;
reg 	[2:0]	data_count;	 
wire		fifo_empty;
always @(posedge clk)
begin
		if(write && !fifo_full)
			fifo_data[wr_ptr] <= data_in; 
end
always @(posedge clk)
begin
	if(~reset_n)
		wr_ptr		<= 1'b0;
	else	
		if(write && !fifo_full)
	 		wr_ptr <= wr_ptr +1;	
end
always @(posedge clk  or negedge reset_n)
begin
	if(~reset_n)
		data_out<=8'hFF;
	else	
	begin
		if(read && !fifo_empty)
			data_out<=fifo_data[rd_ptr];   
		else
			data_out<=data_out;
	end
end
always @(posedge clk)
begin
	if(~reset_n)
		rd_ptr 		<= 1'b0;
	else	
		if(read && !fifo_empty)
	 		rd_ptr <= rd_ptr +1;	
end
always @(posedge clk)
begin
	if(~reset_n)
		data_count 	<= 2'b0;
	else	
		if((write && !fifo_full) && (read && !fifo_empty))
			data_count <= data_count;
		else if(write && !fifo_full)
	 		data_count <= data_count + 1;	
		else if(read && !fifo_empty)
			data_count <= data_count - 1;
		else
			data_count <= data_count;
end
assign fifo_full = data_count[2];
assign fifo_empty = !(|data_count);
endmodule
==> results.py <==
# Physical implementation metrics
metrics = {
    "outcome": {
        "status": "complete, no violations",
    },
    "cells_and_area": {
        "areaGrowthSynthToFinish_pct": 14.2,
        "ff_latch_area_um2": 4010,
        "logic_area_um2": 2050,
        "drive_gt1_frac": 0.157,
        "nFillCells": 1931,
        "instances_no_fill": 760,
        "top_regs": "RxFIFO_inst.fifo_inst.fifo_data (32), TxFIFO_inst.fifo_inst.fifo_data (32)",
        "final_area_um2": 7200,
    },
    "global_route": {
        "overflow": 0,
        "grt_first_pass_wirelength_um": 16400,
        "grtUsageTotal": 0.0984,
        "grt_pass1_vias": 3282,
        "grt_max_degree": 39,
        "antenna_found_initial": 0,
    },
    "placement": {
        "dpl.cell_count": 741,
        "placed_area_um2": 6810,
        "numPortBuffers": 27,
        "place_congestion": 0.726,
        "hpwl_um": 6670,
    },
    "final_timing": {
        "hold_viol": 0,
        "untimed_endpoints": 86,
        "slew_headroom": 0.508,
        "report.final.slew_viol_count": 0,
        "skew_ns": 0.0101,
        "finalSetupViolations": 0,
        "rsz0062_at_grt": "false",
        "fin_setup_tns_ns": 0,
        "unclocked_pins": 47,
        "worstMarginPinSlew_ns": 0.737,
    },
    "clocking": {
        "cts_resized": 0,
        "post_cts_buffers": 0,
        "cts_hold_buf": 0,
        "clkTransAtPathRegs_ns": 0.08,
        "cts_tree": "built",
    },
    "run": {
        "drv_cap": 0,
        "warnings": 46,
    },
    "synthesis": {
        "async_flop_share": 0.119,
        "area_leaders": "edfxtp_1 (30%), dfxtp_1 (19%), dfstp_2 (6.7%), ha_1 (5.8%), mux4_2 (5.7%)",
        "synth_flops": 168,
        "netlist.area_leader.share": 0.305,
        "synth.most_common_cell": "edfxtp_1",
        "ys.flop_type": "edfxtp_1",
        "ys_warn_count": 4,
        "synthCells": 460,
        "syn_area_um2": 6300,
        "avgSynthCellArea_um2": 13.7,
        "edf_count": 64,
        "yosysCellCount": 460,
        "synthTopCellsByCount": "edfxtp_1 (64), dfxtp_1 (61), nor2_1 (37)",
        "top_area_cell": "edfxtp_1",
        "synthDistinctLibCells": 52,
        "yosys_area_um2": 6300,
    },
    "drt": {
        "drt_iter0_drc": 152,
        "drt-total-wl_um": 9550,
        "wl_per_cell_um": 12.6,
        "diodes": 0,
        "firstDrtPassIters": 4,
        "ant_nets": 0,
        "viasPerCell": 4.29,
        "remaining_drc_errors": 0,
        "vias": 3259,
    },
    "critical_path": {
        "cp_max_fo": 8,
        "end_kind": "flip-flop",
        "cp.required_ns": 3.69,
        "critPathLaunchType": "input port",
        "cp.arrival_ns": 2.68,
        "crit_path_cell_trace": "clkdlybuf4s50_1 > and3b_1 > inv_1 > fa_1 > a2111oi_0 > a41oi_1 > a21oi_1",
        "critical_path_class": "in -> reg",
        "worst_path_largest_cell_delay_ns": 0.52,
        "critPathSlowestCell": "clkdlybuf4s50_1",
    },
    "die": {
        "design.portCount": 29,
        "die_area_um2": 21600,
        "fp.dieW_um": 147,
        "rows": 52,
        "core-area_um2": 20400,
        "dieHeight_um": 147,
        "initCoreUtil": 0.309,
    },
    "pwr": {
        "power_mw": 3.71,
        "power.density_nw_per_um2": 516,
        "vdd_ir_drop_max_mv": 0.316,
        "p_leak_nw": 2.73,
    },
    "hold_path": {
        "hold_path_class": "reg -> reg",
    },
}
-- cell type report --
class	count	area share
Sequential cell	168	0.557
Multi-Input combinational cell	241	0.285
Tap cell	270	0.0469
Clock buffer	12	0.0417
Timing Repair Buffer	29	0.0389
Inverter	33	0.0172
Clock inverter	7	0.0127
-- critical path, delay by kind of cell --
| kind | cells | cell delay [ns] |
|---|---|---|
| buffers and inverters | 2 | 0.62 |
| and+or+nand+nor | 1 | 0.38 |
| AOI/OAI and AO/OA | 3 | 0.59 |
| adders and majority gates | 1 | 0.41 |
-- kinds of logic (layout without fill, tap and decap cells) --
group / after synthesis / count (layout) / synth area share
XOR/XNOR: 10 / 10 / 0.0151
adder cells (fa/ha/maj): 31 / 31 / 0.0639
AND-OR/OR-AND: 47 / 47 / 0.0484
latches: 23 / 23 / 0.0548
multiplexers: 43 / 43 / 0.108
AND/OR/NAND/NOR: 110 / 110 / 0.0905
flip-flops: 145 / 145 / 0.581
buffers and inverters: 51 / 81 / 0.0381
-- metrics by stage --
stage / worst slack, ns / utilization / hold slack (ns)
after detailed placement: 0.634 / 0.333 / 0.393
after CTS: 1.01 / 0.352 / 0.402
after global placement: 0.631 / 0.333 / 0.384
after global routing: 0.670 / 0.352 / 0.419
after floorplan: 1.40 / - / 0.375
final: 1.00 / 0.352 / 0.401
-- cell usage in the layout, fill, tap and decap left out, drive strengths merged, types with 22 or more instances in the layout --
cell type / netlist / final
dlxtn: 23 / 23
ha: 29 / 29
dfxtp: 61 / 61
inv: 33 / 36
and2: 30 / 30
clkdlybuf4s50: 0 / 26
a21oi: 22 / 22
edfxtp: 64 / 64
nor2: 37 / 37
-- path summary, 6_finish.rpt --
path | startpoint | endpoint | slack (ns) | depth (start not counted)
min in group asynchronous | CLEAR_B | RxFIFO_inst.fifo_inst.data_out[7]$_DFFE_PN1P_ | 0.43 | 1
min | Tx_Rx_logic_inst.rx_count[0]$_SDFFE_PP1P_ | Tx_Rx_logic_inst.rx_count[0]$_SDFFE_PP1P_ | 0.40 | 1
max | PWRITE | TxFIFO_inst.fifo_inst.data_count[2]$_SDFFE_PN0P_ | 1.00 | 7
max reg2reg | RxFIFO_inst.fifo_inst.data_count[2]$_SDFFE_PN0P_ | RxFIFO_inst.fifo_inst.data_count[1]$_SDFFE_PN0P_ | 1.28 | 5
min reg2reg | Tx_Rx_logic_inst.rx_count[0]$_SDFFE_PP1P_ | Tx_Rx_logic_inst.rx_count[0]$_SDFFE_PP1P_ | 0.40 | 1
min in group clk0 | Tx_Rx_logic_inst.tx_state[0]$_DFF_P_ | Tx_Rx_logic_inst.tx_state[2]$_DFF_P_ | 0.49 | 2
max in group clk1 | SSPFSSIN | Tx_Rx_logic_inst.rx_count[2]$_SDFFE_PP1P_ | 1.91 | 4
max in group asynchronous | CLEAR_B | TxFIFO_inst.fifo_inst.data_out[4]$_DFFE_PN1P_ | 2.52 | 2
-- power breakdown --
| part | leakage [nW] | internal (mW) | switching [mW] |
|---|---|---|---|
| sequential | 1.48 | 1.79 | 0.133 |
| clock | 0.191 | 0.686 | 0.591 |
| combinational | 1.05 | 0.330 | 0.184 |
| total | 2.73 | 2.81 | 0.908 |
-- layer usage --
layer | part of all wire | wire length, µm | up-vias | global-route usage
met3 | 0.044 | 425 | 12 | 0.0304
met1 | 0.49 | 4630 | 1550 | 0.145
li1 | - | - | 1640 | -
met5 | 0 | 0 | - | 0
met4 | 0.019 | 184 | 0 | 0.0149
met2 | 0.45 | 4310 | 57 | 0.152
Power figures rest on the tool's default switching activity, not on a simulated workload.
